--- /design/flow/design.v ---
`timescale 1ns / 1ps
module gcd_control(   input wire clk ,   
                      input wire clr ,   
                      input wire go ,  
                      input wire eqflg,   
                      input wire itflg,  
                      output reg  xmsel = 0,  
                      output reg  ymsel = 0,   
                      output reg  xld = 0,  
                      output reg  yld = 0,  
                      output reg  gld = 0 );
  reg [2:0] present_state = 0 , next_state;
parameter start=3'b000, input1=3'b001, test1=3'b010,          
          test2=3'b011, update1=3'b100, update2=3'b101,          
          done=3'b110;              
always @(posedge clk or posedge clr)
    begin 
      if(clr == 1)    
         present_state <= start ; 
      else    
         present_state <= next_state; 
    end
always @(*)  begin   
              case(present_state)  
              start: if(go == 1)             
                        next_state = input1;         
                    else            
                        next_state = start;             
             input1: next_state = test1; 
             test1: if(eqflg == 1)             
                        next_state = done;        
                    else              
                       next_state = test2; 
            test2: if(itflg == 1)             
                       next_state = update1;        
                  else
                       next_state = update2; 
           update1:    next_state = test1; 
           update2:    next_state = test1; 
           done:       next_state = done; 
          default      next_state = start; 
          endcase 
          end
  always @(*) 
     begin   
        xld = 0; 
        yld = 0; 
        gld = 0;  
        xmsel = 0; 
        ymsel = 0;   
    case(present_state)   
       input1:    begin   
                      xld =1 ; 
                     yld = 1;   
                     xmsel = 1; 
                     ymsel = 1;   
                  end   
      update1: yld=1;  
      update2: xld=1;   
      done: gld=1;   
      default;   
    endcase   
     end      
endmodule
--- /design/flow/run.sh ---
#!/bin/bash
# OpenROAD 26Q1-2900-gdf79404cd8, Yosys 0.63+post, stock flow scripts
make -C /OpenROAD-flow-scripts/flow DESIGN_CONFIG=/design/flow/config.mk WORK_HOME=/design/flow/orfs finish
--- /design/flow/config.mk ---
export PLATFORM = sky130hd
export DESIGN_NAME = gcd_control
export DESIGN_NICKNAME = gcd_control
export VERILOG_FILES = /design/flow/design.v
export SDC_FILE = /design/flow/constraint.sdc
export NUM_CORES = 4
export LEC_CHECK = 1
export CORE_AREA = 10 10 70 70
export DIE_AREA = 0 0 80 80
--- /design/flow/constraint.sdc ---
current_design gcd_control

set clk_period 1.3
set clk_io_pct 0.2

create_clock -name clk0 -period $clk_period [get_ports {clk}]

set non_clock_inputs [all_inputs -no_clocks]
set_input_delay [expr $clk_period * $clk_io_pct] -clock clk0 $non_clock_inputs
set_output_delay [expr $clk_period * $clk_io_pct] -clock clk0 [all_outputs]
==> metrics.txt <==
# HELP chip_impl_metric Implementation results
# TYPE chip_impl_metric gauge
chip_impl_info{name="status",value="finished, violations left"} 1
chip_impl_info{name="violated_checks",value="setup timing"} 1
chip_impl_metric{name="detail_route.iter0.violations",unit=""} 5
chip_impl_metric{name="finalCoreUtilization",unit="%"} 13.1
chip_impl_info{name="cp_cell_sequence",value="buf_6, buf_6, xnor2_2, nor2_1, buf_2"} 1
chip_impl_metric{name="drt_pre_antenna_iters",unit=""} 6
chip_impl_metric{name="layout.area.comb",unit="µm²"} 120
chip_impl_metric{name="worst-endpoint-arrival",unit="ns"} 1.14
chip_impl_info{name="highest_count_cells_in_the_layout_ignoring_fill_and_taps",value="sky130_fd_sc_hd__buf_4 (6), sky130_fd_sc_hd__buf_6 (5), sky130_fd_sc_hd__clkdlybuf4s50_1 (4), sky130_fd_sc_hd__buf_2 (4)"} 1
chip_impl_metric{name="cellPowerDensity",unit="nW/µm²"} 2060
chip_impl_metric{name="synthesis.instances",unit=""} 24
chip_impl_metric{name="synth.yosys.seq_area_share",unit="%"} 35.1
chip_impl_metric{name="number_of_global_route_vias_before_repair",unit=""} 249
chip_impl_metric{name="tritoncts.num_buffers",unit=""} 3
chip_impl_metric{name="slew_viol_final",unit=""} 0
chip_impl_info{name="largest_register",value="present_state"} 1
chip_impl_metric{name="die-height",unit="µm"} 80
chip_impl_info{name="critPathTopFamily",value="flip-flops"} 1
chip_impl_metric{name="clkSinkCount",unit=""} 3
chip_impl_metric{name="fp-utilization",unit="%"} 6.26
chip_impl_metric{name="routed_via_density",unit=""} 2.53
chip_impl_metric{name="post_detailed_route_count_of_antenna_violating_nets",unit=""} 0
chip_impl_info{name="clockRootBuffer",value="sky130_fd_sc_hd__clkbuf_4"} 1
chip_impl_metric{name="floorplan.io_pins",unit=""} 10
chip_impl_metric{name="dp_worst_setup_slack",unit="ns"} -0.157
chip_impl_metric{name="power_switching_share",unit="%"} 32.7
chip_impl_metric{name="clock.fmax",unit="MHz"} 714
chip_impl_metric{name="clk_pin_slew",unit="ns"} 0.04
chip_impl_metric{name="setup_viol_count_final",unit=""} 4
chip_impl_metric{name="die_area",unit="µm²"} 6400
chip_impl_metric{name="top_cell_area_share",unit="%"} 35.1
chip_impl_info{name="worst-setup-path-type",value="reg -> out"} 1
chip_impl_metric{name="clockPowerShare",unit="%"} 18.2
chip_impl_metric{name="maxSlewHeadroom",unit="%"} 89.5
chip_impl_metric{name="largest_register_ff_count",unit=""} 3
chip_impl_info{name="post_synth_main_area_contributors",value="sky130_fd_sc_hd__dfrtp_1 (35%), sky130_fd_sc_hd__buf_4 (7.0%), sky130_fd_sc_hd__nor2b_4 (6.4%)"} 1
chip_impl_metric{name="min_period_over_period",unit="%"} 108
chip_impl_metric{name="post_cts_hold_buffer_count",unit=""} 0
chip_impl_metric{name="worst_ir_drop_vdd",unit="µV"} 313
chip_impl_metric{name="area_added_between_synthesis_and_finish",unit="%"} 109
chip_impl_metric{name="yosys-stat-cells",unit=""} 24
chip_impl_metric{name="number_of_antenna_violations_at_the_first_check_in_global_routing",unit=""} 0
chip_impl_metric{name="place.port_buffers",unit=""} 9
chip_impl_metric{name="maxcap_violations",unit=""} 0
chip_impl_metric{name="finalCriticalPeriod",unit="ns"} 1.40
chip_impl_metric{name="detailed_place.area",unit="µm²"} 360
chip_impl_metric{name="filler_cell_count",unit=""} 397
chip_impl_metric{name="cellLeakagePower",unit="nW"} 0.204
chip_impl_metric{name="post-dp-hpwl",unit="µm"} 453
chip_impl_metric{name="drc",unit=""} 0
chip_impl_metric{name="synth.cell_area",unit="µm²"} 214
chip_impl_info{name="kind_of_end_point_of_the_critical_path",value="primary output"} 1
chip_impl_metric{name="drive_above_1_share",unit="%"} 55.8
chip_impl_metric{name="post_placement_cell_count",unit=""} 79
chip_impl_metric{name="post-route-worst-setup-slack",unit="ns"} -0.100
chip_impl_metric{name="core_area",unit="µm²"} 3420
chip_impl_metric{name="final.setup_skew",unit="ns"} 0.00149
chip_impl_metric{name="cts_max_path_buffers",unit=""} 2
chip_impl_metric{name="grt_first_pass_wirelength",unit="µm"} 1040
chip_impl_metric{name="die_x",unit="µm"} 80
chip_impl_metric{name="worst_path_largest_cell_delay",unit="ns"} 0.38
chip_impl_metric{name="switching_power",unit="mW"} 0.302
chip_impl_metric{name="finalInstanceArea",unit="µm²"} 448
chip_impl_metric{name="cell_internal_pwr",unit="mW"} 0.622
chip_impl_metric{name="path_max_fanout",unit=""} 2
chip_impl_info{name="final_layout_top_logic_cell",value="sky130_fd_sc_hd__buf_4"} 1
chip_impl_info{name="setup.worst_path.start_class",value="flip-flop"} 1
chip_impl_metric{name="syn_area_per_cell",unit="µm²"} 8.91
chip_impl_info{name="reg.largest.list",value="present_state (3)"} 1
chip_impl_metric{name="number_of_storage_elements_in_the_synthesis_netlist",unit=""} 3
chip_impl_metric{name="report.final.hold_viol_count",unit=""} 0
chip_impl_metric{name="grt_util_all_layers",unit="%"} 2.02
chip_impl_metric{name="yosys_area",unit="µm²"} 214
chip_impl_info{name="critical_path.slowest_cell",value="sky130_fd_sc_hd__dfrtp_1"} 1
chip_impl_metric{name="synth_cell_type_count",unit=""} 16
chip_impl_metric{name="tally_of_openroad_warnings",unit=""} 27
chip_impl_metric{name="critPathBufInv",unit=""} 3
chip_impl_metric{name="totalPowerFinal",unit="mW"} 0.923
chip_impl_metric{name="yosys_warnings",unit=""} 1
chip_impl_metric{name="drt-total-wl",unit="µm"} 635
chip_impl_metric{name="number_of_cells_on_the_critical_path",unit=""} 5
chip_impl_metric{name="cts_max_level",unit=""} 1
chip_impl_metric{name="finalWeightedCongestion",unit=""} 0.765
chip_impl_info{name="tritoncts",value="yes"} 1
chip_impl_metric{name="wl_per_cell",unit="µm"} 7.13
chip_impl_metric{name="grt.overflow.total",unit=""} 0
chip_impl_info{name="synth_area_leader_cell",value="sky130_fd_sc_hd__dfrtp_1"} 1
chip_impl_metric{name="vias",unit=""} 225
chip_impl_info{name="critPathMostFrequentCell",value="sky130_fd_sc_hd__buf_6"} 1
chip_impl_metric{name="required",unit="ns"} 1.04
chip_impl_metric{name="relative_contribution_of_combinational_cells_to_total_power",unit="%"} 62.0
chip_impl_metric{name="rows",unit=""} 21
chip_impl_metric{name="worst_r2r_path_depth",unit=""} 6
chip_impl_metric{name="transition_time_at_the_pin_with_the_least_slew_margin",unit="ns"} 0.153
chip_impl_metric{name="part_of_the_total_power_dissipated_in_sequential_elements",unit="%"} 19.8
chip_impl_metric{name="grt_start_max_net_pins",unit=""} 7
chip_impl_info{name="setup_repair_after_global_routing_missed_its_margin",value="yes"} 1
chip_impl_metric{name="clock_insertion_delay_worst_skew",unit="ns"} 0.24
chip_impl_info{name="hold_path_class",value="in -> async"} 1
chip_impl_metric{name="finalNonFillerCells",unit=""} 89
chip_impl_metric{name="flop_area",unit="µm²"} 75.1
chip_impl_metric{name="antenna_cells_inserted",unit=""} 0
worst register-to-register path: cells and delay by family (launching register included):
family,cells,cell delay (ns)
buffers and inverters,4,0.50
DFF,1,0.38
and+or+nand+nor,2,0.24
what timing repair did:
| action | in CTS | in global routing |
|---|---|---|
| pin swaps | 2 | 1 |
| gates cloned | 0 | 0 |
| endpoints found under the setup margin | 5 | 4 |
| buffers inserted | 5 | 1 |
| gates resized | 23 | 1 |
power groups by stage:
| stage | Sequential, mW | Combinational, mW | Clock (mW) |
|---|---|---|---|
| 4_1_cts | 0.180 | 0.542 | 0.177 |
| 5_1_grt | 0.192 | 0.622 | 0.185 |
| 6_report | 0.183 | 0.573 | 0.168 |
path summary, 6_finish.rpt:
check / startpoint / to / slack [ns]
min reg2reg: present_state[2] / present_state[0] / 0.79
max in group asynchronous: clr / present_state[2] / 0.96
max reg2reg: present_state[0] / present_state[2] / 0.08
min: clr / present_state[0] / 0.21
min in group clk0: go / present_state[0] / 0.69
max: present_state[0] / yld / -0.10
synthesized netlist by cell type:
| master | count |
|---|---|
| sky130_fd_sc_hd__nand3_1 | 1 |
| sky130_fd_sc_hd__buf_6 | 1 |
| sky130_fd_sc_hd__xnor2_1 | 1 |
| sky130_fd_sc_hd__buf_4 | 2 |
| sky130_fd_sc_hd__nor2b_4 | 1 |
| sky130_fd_sc_hd__dfrtp_1 | 3 |
| sky130_fd_sc_hd__and3b_2 | 1 |
| sky130_fd_sc_hd__nand2_1 | 2 |
| sky130_fd_sc_hd__nor3_1 | 2 |
| sky130_fd_sc_hd__a21oi_1 | 1 |
| sky130_fd_sc_hd__inv_1 | 2 |
| sky130_fd_sc_hd__o31ai_2 | 1 |
| sky130_fd_sc_hd__buf_2 | 1 |
| sky130_fd_sc_hd__nor2b_1 | 1 |
| sky130_fd_sc_hd__nor2_1 | 3 |
| sky130_fd_sc_hd__mux2i_1 | 1 |
stage by stage:
stage	setup TNS, ns	hold slack, ns
global route	-0.451	0.235
detailed placement	-0.531	0.484
floorplan	0	0.0136
global placement	-0.499	0.480
CTS	-0.210	0.230
finish	-0.192	0.212
cell families after synthesis:
family                 synth area share, %
AND-OR/OR-AND                         8.18
XOR/XNOR                              4.09
buffers and inverters                 18.1
flip-flops                            35.1
multiplexers                          4.68
AND/OR/NAND/NOR                       29.8
layout make-up:
cell class	count	area share, %
timing repair buffer	19	36.0
inverter	2	1.68
tap	46	12.8
multi-input combinational	15	26.8
clock buffer	4	5.87
sequential	3	16.8
per-layer routing:
layer  global-route usage (%)  routed length (µm)
met5                        0                   0
met4                    0.880                   6
met3                     1.48                  54
met2                     3.37                 376
met1                     1.80                 198
Power figures rest on the tool's default switching activity, not on a simulated workload.
